<file path="./config.mk">
export PLATFORM = sky130hd
export DESIGN_NAME = calculate_temp2
export DESIGN_NICKNAME = calculate_temp2
export VERILOG_FILES = /design/flow/design.v
export SDC_FILE = /design/flow/constraint.sdc
export NUM_CORES = 4
export LEC_CHECK = 1
export CORE_UTILIZATION = 30
</file>
<file path="./constraint.sdc">
current_design calculate_temp2

set clk_period 20.7
set clk_io_pct 0.2

create_clock -name clk0 -period $clk_period

set non_clock_inputs [all_inputs -no_clocks]
set_input_delay [expr $clk_period * $clk_io_pct] -clock clk0 $non_clock_inputs
set_output_delay [expr $clk_period * $clk_io_pct] -clock clk0 [all_outputs]
</file>
<file path="./design.v">
module calculate_temp2(
	input logic [31:0] a, b, c,
	output logic [31:0] temp2
);
logic [31:0] s0, maj, t1, t2, t3;
rightrotate #(.BITS(2))  r0 (.in(a), .out(t1));
rightrotate #(.BITS(13)) r1 (.in(a), .out(t2));
rightrotate #(.BITS(22)) r2 (.in(a), .out(t3));
always_comb begin
	s0 = t1 ^ t2 ^ t3;
	maj = (a & b) ^ (a & c) ^ (b & c);
	temp2 = s0 + maj;
end
endmodule
module rightrotate
#(
	parameter WIDTH=32,
	parameter BITS=4
)
(
	input logic [WIDTH-1:0] in,
	output [WIDTH-1:0] out
);
assign out = (in >> BITS) | (in << (WIDTH-BITS));
endmodule
</file>
<file path="./run.sh">
#!/bin/bash
# OpenROAD 26Q1-2900-gdf79404cd8, Yosys 0.63+post, stock flow scripts
make -C /OpenROAD-flow-scripts/flow DESIGN_CONFIG=/design/flow/config.mk WORK_HOME=/design/flow/orfs finish
</file>
==> impl_metrics.csv <==
group,metric,value,unit
clock_network,cts_setup_buffers,0,
worst_setup_path,endpoint_kind,"output pin",
min_path,min_from,"b[0]",
pwr,p_sw,116,µW
timing,finalMaxSlewViolations,0,
min_path,hold_path.class,"in2out",
cells_and_area,drive_gt1_share,2.58,%
floorplan,boundaryPins,128,
drt,final_antenna_net_count,0,
place,portBuffers,128,
logic_synthesis,topCellsByArea,"xnor2_1 (24%), ha_1 (13%), maj3_1 (11%)",
drt,n_antenna_cell,0,
cells_and_area,n_clock_buffer,0,
floorplan,die_h,100,µm
worst_setup_path,crit_type,"in2out",
timing,fin_setup_tns,0,ns
place,gp_congestion,0.922,
global_routing,grt_pass1_vias,3143,
floorplan,die_area,10100,µm²
global_routing,antenna_found_initial,0,
logic_synthesis,ys_types,58,
flow_run,tool_warnings,32,
timing,hold_ws,9.49,ns
pwr,p_leak,1.54,nW
cells_and_area,final-seq-area,0,µm²
global_routing,grt_pass1_wl,16500,µm
timing,tightest_slew,0.567,ns
timing,rsz0062_at_grt,"no",
logic_synthesis,ys_area,2900,µm²
floorplan,core-area,9330,µm²
clock_network,cts_resized,0,
pwr,p_clk_share,0,%
drt,wl_per_cell,17.0,µm
timing,period_needed,11.94,ns
floorplan,die_x,100,µm
worst_setup_path,startpoint_type,"primary input",
logic_synthesis,synthCells,385,
global_routing,grt_usage,21.6,%
timing,max_freq,83.7,MHz
clock_network,cts_hold_buf,0,
logic_synthesis,ys_warn_count,1,
floorplan,rows,35,
timing,fin_crit_sh,57.7,%
cells_and_area,syn2layout_area_growth,48.3,%
drt,routed_wl,10800,µm
drt,drc,0,
pwr,peakVddDrop,0.0237,mV
cells_and_area,lay_top_count,"clkdlybuf4s50_1",
drt,route.vias.total,3351,
timing,hold_viol_final,0,
pwr,seq_power_share,0,%
worst_setup_path,cp_data_arrival_time,7.80,ns
pwr,power_frac_comb,100.0,%
outcome,status,"finished, final reports clean",
logic_synthesis,yosysTopAreaCell,"xnor2_1",
floorplan,fp_util,31.1,%
worst_setup_path,required,16.56,ns
worst_setup_path,path_max_fanout,4,
pwr,p_sw_share,45.8,%
drt,viasPerCell,5.30,
drt,drtIter0Drc,176,
logic_synthesis,avgSynthCellArea,7.54,µm²
timing,slew_headroom,61.8,%
cells_and_area,final_cell_mix,"clkdlybuf4s50_1 (128), xnor2_1 (79), a21oi_1 (36)",
logic_synthesis,netlist.area_leader.share,23.8,%
timing,setup_viol,0,
pwr,power.internal,137,µW
drt,first_pass_iters,4,
flow_run,cap_violations,0,
min_path,worstHoldPathCells,4,
global_routing,grt_remaining_overflow,0,
global_routing,grt_max_degree,15,
logic_synthesis,syn_area,2900,µm²
place,hpwl,9590,µm
cells_and_area,design.seq.count,0,
logic_synthesis,synth-seq-area-share,0,%
min_path,min_to,"temp2[0]",
pwr,power.density,58.7,nW/µm²
logic_synthesis,synth_stat.cells,385,
==> worst max-delay path: stages <==
cell and delay [ns]:
clkdlybuf4s50_1 0.54, maj3_1 0.41, ha_1 0.24, fa_1 0.42, a21o_1 0.22, a221oi_2 0.42, nor3_1 0.15, o211ai_1 0.39
a21oi_1 0.13, nor3_1 0.24, clkdlybuf4s50_1 0.50
==> how the worst max path moves through the flow <==
stage | cells after the start | end | startpoint
4_1_cts | 11 | temp2[28] | a[0]
5_1_grt | 11 | temp2[28] | a[0]
6_report | 11 | temp2[28] | a[0]
==> per-stage QoR <==
stage / utilization [%] / worst slack [ns] / instance area (µm²) / instances / total power, mW
5_1_grt: 46.1 / 8.51 / 4300 / 632 / 0.276
3_5_place_dp: 46.1 / 8.77 / 4300 / 632 / 0.251
3_3_place_gp: 46.1 / 8.84 / 4300 / 632 / 0.252
2_1_floorplan: - / 10.27 / 2900 / 385 / 0.137
6_report: 46.1 / 8.76 / 4300 / 632 / 0.252
4_1_cts: 46.1 / 8.77 / 4300 / 632 / 0.253
==> layer usage <==
layer,wire (µm),track usage [%]
met1,4970,30.8
met2,4960,36.4
met3,773,2.97
met4,61,1.11
met5,0,0
==> cell usage after synthesis, types with 4 or more instances <==
library cell,instances
inv_1,8
nor3_1,15
ha_1,31
nand2_1,26
xnor2_1,79
and3_1,8
maj3_1,32
nand4_1,4
a211oi_1,5
nor4_1,4
a21oi_1,36
nor2_1,23
o21a_1,4
o21bai_1,5
clkbuf_1,7
a21o_1,9
nand3_1,14
o21ai_0,13
xor2_1,8
==> cell type report <==
class / count / area (µm²)
fill: 918 / 5020
multi-input combinational: 367 / 2830
timing repair buffer: 128 / 1280
tap: 129 / 161
inverter: 8 / 30.0
==> kinds of logic after synthesis <==
family,after synthesis,share of synthesized area [%]
AND/OR/NAND/NOR,108,18.7
buffers and inverters,18,2.46
AND-OR/OR-AND,105,26.5
adder cells (fa/ha/maj),64,25.1
XOR/XNOR,87,26.2
multiplexers,3,1.03
==> power groups by stage <==
stage	combinational, mW	clock, mW	sequential [mW]
final	0.252	0	0
after global routing	0.276	0	0
after CTS	0.253	0	0
Power figures rest on the tool's default switching activity, not on a simulated workload.
