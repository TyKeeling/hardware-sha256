<file path="flow/run.sh">
#!/bin/bash
# OpenROAD 26Q1-2900-gdf79404cd8, Yosys 0.63+post, stock flow scripts
make -C /OpenROAD-flow-scripts/flow DESIGN_CONFIG=/design/flow/config.mk WORK_HOME=/design/flow/orfs finish
</file>
<file path="flow/config.mk">
export PLATFORM = sky130hd
export DESIGN_NAME = preprocessor
export DESIGN_NICKNAME = preprocessor
export VERILOG_FILES = /design/flow/design.v
export SDC_FILE = /design/flow/constraint.sdc
export NUM_CORES = 4
export LEC_CHECK = 1
export CORE_AREA = 10 10 301 301
export DIE_AREA = 0 0 311 311
</file>
<file path="flow/constraint.sdc">
current_design preprocessor

set clk_period 9.4
set clk_io_pct 0.2

create_clock -name clk0 -period $clk_period [get_ports {clk}]

set non_clock_inputs [all_inputs -no_clocks]
set_input_delay [expr $clk_period * $clk_io_pct] -clock clk0 $non_clock_inputs
set_output_delay [expr $clk_period * $clk_io_pct] -clock clk0 [all_outputs]
</file>
<file path="flow/design.v">
module preprocessor(
    input logic clk,
    input logic [7:0] byte_in,
    input logic bytes_done,
    input logic byte_valid,
    input logic reset,
    input logic chunk_processor_ready,
    output logic [511:0] chunk,
    output logic chunk_valid,
    output logic ready_for_bytes
);
enum {READY, SEND_CHUNK, SEND_LAST_CHUNK, SEND_OVERFLOW_CHUNK, SEND_PADDING} state;
assign ready_for_bytes = (state == READY);
assign chunk_valid = (state != READY);
logic [63:0] len;
logic [7:0] mod16;
always_comb begin
    mod16 = (len+1) & 8'hF;
end
always_ff @(posedge clk) begin
    if (reset) begin
        len <= 0;
        state <= READY;
        chunk <= 512'b0;
    end
    else case(state)
        READY: begin
            if (byte_valid) begin
                len <= len + 1;
                if (bytes_done) begin
                    if (mod16 == 0 || mod16 == 14 || mod16 == 15) begin
                        state <= SEND_OVERFLOW_CHUNK;
                        if (mod16 != 0) begin
                            chunk[32*mod16+:8] <= 8'b10000000;
                        end
                    end else begin
                        state <= SEND_LAST_CHUNK;
                        chunk[32*mod16+:8] <= 8'b10000000;
                        chunk[447+:64] <= len + 1;
                    end
                end else begin
                    if (mod16 == 0) begin
                        state <= SEND_CHUNK;
                    end
                end
            end
        end
        SEND_CHUNK: begin
            if (chunk_processor_ready) begin
                state <= READY;
            end
        end
        SEND_OVERFLOW_CHUNK: begin
            if (chunk_processor_ready) begin
                state <= SEND_PADDING;
            end
        end
        SEND_PADDING: begin
            if (chunk_processor_ready) begin
                state <= READY;
            end
        end
    endcase
end
endmodule
</file>
==> job_summary.md <==
## Synthesis and layout report

| Metric | Value |
|---|---|
| GRT Overall Usage | `~7.7%` |
| Antenna violations before repair | `3` |
| Min cycle time layout | `about 4200 ps` |
| Post-route setup TNS | `0 ps` |
| Remaining global-route overflow | `0` |
| Area Overhead vs Synth | `21.4%` |
| Vias per inst | `between 3 and 4` |
| GP Congestion | `between 0.8 and 0.9` |
| Crit Path Max Fanout | `67` |
| Wire per inst | `around 14 um` |
| Main flop type | `dfxtp_1` |
| CTS tree | `yes` |
| Late-Pin Clk Latency | `560 ps` |
| Maximum capacitance violations | `0` |
| Adder Share, Synth | `less than 1%` |
| Slew of the pin with the lowest slew margin | `~790 ps` |
| Sequential area share after synthesis | `between 30 and 40%` |
| Antenna Nets Post-Route | `0` |
| Maximum vdd drop | `between 0.1 and 0.15 mV` |
| Yosys Chip Area | `approximately 0.013 mm^2` |
| Ao+oa area frac | `between 10% and 20%` |
| # hold bufs at CTS | `0` |
| Starting DRT DRC Count | `between 600 and 700` |
| Synth async-reset ratio | `0%` |
| RSZ-0062 raised after global routing | `no` |
| Worst r2r path cells | `5` |
| Slowest stage delay, CP | `550 ps` |
| TritonCTS buffer count | `27` |
| CTS sink cnt | `approximately 240` |
| Floorplan core density | `14.9%` |
| Die Ht | `311 um` |
| CP Launch Type | `primary input` |
| Power Density | `approximately 150 mW/mm^2` |
| CP Buf/Inv Count | `3` |
| Layout cells sized above 1 | `under 10%` |
| I/O pin count | `around 530` |
| Resized cells post-CTS | `0` |
| CP max-delay cell | `buf_4` |
| Pin count of the biggest net entering global routing | `~130` |
| Log Warnings | `41` |
| Vias in the first global route | `8900` |
| Synth cell types | `around 57` |
| Post-placement cell count | `between 2000 and 3000` |
| Clk root buf | `clkbuf_16` |
| Mean Syn Cell Area | `around 8.6 um^2` |
| Xor/xnor share | `4.88%` |
| Postcts setup bufs | `0` |
| H-tree levels | `1` |
| Core footprint | `between 0.08 and 0.09 mm^2` |
| Crit-path leading delay family | `buffers and inverters` |
| Final Cycle Share | `44.9%` |
| Die width | `around 310 um` |
| Router iterations before antenna repair | `5` |
| Fin. max-slew vios | `0` |
| Leakage | `5.32 nW` |
| R2R Setup Slk | `roughly 6000 ps` |
| WHS Path Cells | `2` |
| # Cells Yosys | `roughly 1400` |
| Clk pin slew, worst setup/hold paths | `about 60 ps` |
| Detailed Place HPWL | `around 30000 um` |
| Mapped Cells | `about 1400` |
| Setup CP Type | `in2reg` |
| Clk_skew | `approximately 12 ps` |
| Via count | `9319` |
| Setup violations, final | `0` |
| Synthesized area | `between 0.01 and 0.015 mm^2` |
| Post-Route WL | `39600 um` |
| Final Hold Vio Count | `0` |
| Chip area | `just under 0.1 mm^2` |
| Dominant combinational family | `buffers and inverters` |
| Number of enable flip-flop cells | `0` |
| Critical Path Stages | `8` |
| Commonest Layout Cell | `conb_1` |
| Synth warnings | `1` |
| Run status | `complete, no violations` |
| Cell Rows | `around 110` |
| WP data arrival | `4690 ps` |
| Worst Path Required | `approximately 10000 ps` |
| Post-synthesis mux area share | `less than 1%` |
| PortBufs | `~180` |
| Slew headroom | `between 40% and 50%` |
| Top cells excl fill/tap | `conb_1 (336), dfxtp_1 (243), clkdlybuf4s50_1 (181)` |
| Yosys simple share | `20.6%` |
| Diode count | `0` |
| Global-route wire length before repair | `58000 um` |
| Registers, synthesis | `approximately 240` |
| Critical path, cell by cell | `clkdlybuf4s50_1, nor4b_2, buf_4, nand2_1, a221oi_4, buf_4, nand2_1, o32ai_1` |
| Maximum operating frequency | `approximately 240 MHz` |
| DRC Markers | `0` |
| Layout Cells excl Fill | `2738` |
| Clock buffer depth | `3` |
| HP Class | `reg2reg` |
| CP Capture Type | `flop` |
## logic make-up (layout without fill, tap and decap cells)
kind of cell | Yosys count | after routing
AND/OR/NAND/NOR | 451 | 451
buffers and inverters | 444 | 267
flip-flops | 243 | 243
AND-OR/OR-AND | 229 | 229
XOR/XNOR | 68 | 68
adder cells (fa/ha/maj) | 8 | 8
multiplexers | 2 | 2
other | 1 | 336
## Yosys cell counts, types with 15 or more instances
master | n | share of area [%]
buf_4 | 336 | 20
nor2_1 | 66 | 2.0
a21oi_1 | 71 | 2.8
xor2_1 | 25 | 1.8
nand4_1 | 31 | 1.6
inv_1 | 24 | 0.72
or3_1 | 46 | 2.3
a31oi_1 | 20 | 1.0
or4_1 | 20 | 1.2
dfxtp_1 | 243 | 39
and2_1 | 65 | 3.3
nor4_1 | 26 | 1.3
nand2_1 | 54 | 1.6
nand3_1 | 32 | 1.3
nor3_1 | 29 | 1.2
nor3b_1 | 29 | 1.7
clkbuf_1 | 66 | 2.0
o21ai_0 | 79 | 3.2
and3_1 | 15 | 0.75
xnor2_1 | 42 | 2.9
## worst paths after layout
path | startpoint | to
max | byte_valid | chunk[451]
min | chunk[447] | chunk[447]
max reg2reg | len[2] | len[39]
min reg2reg | chunk[447] | chunk[447]
## worst register-to-register path, cell delays in order, from the launching register on
cell and delay [ps]:
dfxtp_1 620, and4_1 390, nand3_1 580, or4_1 1100
or3_1 480, a21oi_1 150
## sequential cells by signal (all words and copies together), names as in the netlist
name   cells
chunk    176
len       64
state      3
## routing by layer
metal / GRT usage, % / wire length [um] / share of wire (%)
met3: 3.09 / 4020 / 10
met2: 11.5 / 17300 / 44
met5: 0 / 21 / 0.053
met1: 10.6 / 17600 / 44
met4: 1.29 / 709 / 1.8
## layout make-up
class | count | area, um^2
Fill cell | 9380 | 68600
Multi-Input combinational cell | 1094 | 5960
Sequential cell | 243 | 4860
Timing Repair Buffer | 194 | 1920
Tap cell | 1134 | 1420
Clock buffer | 38 | 767
Clock inverter | 10 | 154
Inverter | 25 | 93.8
## power by group
| group | switching [mW] | internal (mW) | total (mW) |
|---|---|---|---|
| logic | 0.0810 | 0.0474 | 0.128 |
| clock network | 0.456 | 0.655 | 1.11 |
| registers | 0.0114 | 1.05 | 1.06 |
| total | 0.548 | 1.75 | 2.30 |
## stage by stage
stage	util (%)	hold slack (ps)	power (mW)	worst slack [ps]	area, um^2
2_1_floorplan	-	406	1.23	5490	13800
3_3_place_gp	17.0	442	1.22	4550	14300
3_5_place_dp	17.0	443	1.22	4550	14300
4_1_cts	18.1	458	2.35	5140	15200
5_1_grt	18.1	471	2.40	4980	15200
6_report	18.1	455	2.30	5180	15200
Power is estimated from default activity; no workload was simulated.
