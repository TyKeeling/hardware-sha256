==> ./design.v <==
module calculate_temp1(
	input logic [31:0] e, f, g, h, ki, wi,
	output logic [31:0] temp1
);
reg [31:0] s1, ch, t1, t2, t3;
rightrotate #(.BITS(6))  r0 (.in(e), .out(t1));
rightrotate #(.BITS(11)) r1 (.in(e), .out(t2));
rightrotate #(.BITS(25)) r2 (.in(e), .out(t3));
always_comb begin
	s1 = t1 ^ t2 ^ t3;
	ch = (e & f) ^ (~e & g);
	temp1 = h + s1 + ch + ki + wi;
end
endmodule
module rightrotate
#(
	parameter WIDTH=32,
	parameter BITS=4
)
(
	input logic [WIDTH-1:0] in,
	output [WIDTH-1:0] out
);
assign out = (in >> BITS) | (in << (WIDTH-BITS));
endmodule
==> ./run.sh <==
#!/bin/bash
# OpenROAD 26Q1-2900-gdf79404cd8, Yosys 0.63+post, stock flow scripts
make -C /OpenROAD-flow-scripts/flow DESIGN_CONFIG=/design/flow/config.mk WORK_HOME=/design/flow/orfs finish
==> ./config.mk <==
export PLATFORM = sky130hd
export DESIGN_NAME = calculate_temp1
export DESIGN_NICKNAME = calculate_temp1
export VERILOG_FILES = /design/flow/design.v
export SDC_FILE = /design/flow/constraint.sdc
export NUM_CORES = 4
export LEC_CHECK = 1
export CORE_UTILIZATION = 50
==> ./constraint.sdc <==
current_design calculate_temp1

set clk_period 13.4
set clk_io_pct 0.2

create_clock -name clk0 -period $clk_period

set non_clock_inputs [all_inputs -no_clocks]
set_input_delay [expr $clk_period * $clk_io_pct] -clock clk0 $non_clock_inputs
set_output_delay [expr $clk_period * $clk_io_pct] -clock clk0 [all_outputs]
==> impl_metrics.ini <==
; synthesis and place-and-route metrics
[hold_path]
min_path_type = in -> out
hold_path_startpoint = f[0]
hold_end = temp1[0]
whs_path_depth = 4

[placement]
post-dp-hpwl_um = 14400
gp_congestion = 0.989
numPortBuffers = 224

[sta]
setup_violations = 0
worst_hold_slack_ns = 6.54
slew_headroom_pct = 60.3
finalSetupTns_ns = 0
rsz0062_at_grt = false
max_freq_mhz = 96.8
post-route-period-util_pct = 77.1
slew_violations = 0
hold_viol = 0
tightest_slew_ns = 0.590
final.min_clock_period_ns = 10.33

[synthesis]
synth_area_mm2 = 0.00535
yosysWarnings = 1
simple_gate_area_share_pct = 6.08
synth-xor-area-share_pct = 16.4
ys_area_mm2 = 0.00535
yosys.area.top_type = fa_1
top_area_share_pct = 34.4
most_common_cell = inv_1
common_cells = 242 x inv_1, 92 x fa_1, 83 x xnor2_1
synth_area_per_cell_um2 = 7.85
synth_cell_types = 42
logic_family = adder cells
synth_seq_share_pct = 0
mux_area_share_pct = 6.10
ys_cells = 682
synthAoiAreaFrac_pct = 10.4
synthAdderAreaFrac_pct = 41.9
topCellsByArea = fa_1 34%, inv_1 17%, xnor2_1 14%
syn_inst = 682

[layout]
regArea_um2 = 0
drive_gt1_share_pct = 1.49
area_growth_pct = 42.8
final_core_util_pct = 73.7
flops = 0
clock_buffers = 0

[routing]
via_count = 4886
routed_wl_um = 15500
viasPerCell = 4.84
detail-route-antenna-nets = 0
dr.pass1.iters = 4
wire_per_inst_um = 15.3
antennaDiodeCount = 0
drc_errors = 0
dr.first_iter.drc_count = 162

[global_routing]
grt_start_max_net_pins = 9
grt_usage_pct = 30.8
grt_pass1_vias = 5169
grt-ovfl-total = 0
grt_pass1_wl_um = 24900
antenna_found_initial = 0

[floorplan]
placeableCoreArea_mm2 = 0.0104
die_w_um = 105
num_rows = 37
num_io_pins = 224
die_y_um = 105
dieArea_mm2 = 0.0111
fp_util_pct = 51.6

[power_and_ir_drop]
seqPwrFrac_pct = 0
p_sw_w = 0.000678
power_frac_clock_pct = 0
combPwrFrac_pct = 100.0
p_per_area_mw_per_mm2 = 191
swShare_pct = 46.5
ir_drop_v = 0.000255
leakage_nw = 3.85
p_int_w = 0.000780

[worst_setup_path]
crit_fanout = 3
worstSetupPathType = in -> out
cpPeakStageDelay_ns = 0.52
crit_required_ns = 10.72
worst_ep_arrival_time_ns = 7.65
start_kind = primary input
cpMaxStageDelayCell = fa_1
cp_cell_sequence = clkdlybuf4s50_1 -> inv_1 -> fa_1 -> fa_1 -> fa_1 -> inv_1 -> ha_1 -> inv_1 -> fa_1 -> nand2b_1 -> a21oi_2 -> o2111ai_2 -> a2111o_1 -> a31oi_1 -> a21oi_1 -> xnor2_1 -> clkdlybuf4s50_1
endpoint_kind = primary output
path_common_cell = fa_1

[status]
status = complete, no violations

[cts]
cts_setup_buffers = 0
cts-hold-fix-buffers = 0
post_cts_resized = 0

[job]
drv_cap = 0
openroad.warnings = 33
[how the worst max path moves through the flow]
| stage | startpoint | endpoint | slack, ns | cells after the start |
|---|---|---|---|---|
| CTS | h[2] | temp1[31] | 3.09 | 16 |
| global route | h[1] | temp1[31] | 2.76 | 17 |
| finish | h[1] | temp1[31] | 3.07 | 17 |
[per-layer routing]
metal  vias to the layer above  GRT usage [%]  share of wire [%]
li1                       2380              -                  -
met5                         -              0                  0
met4                         0           2.31               0.93
met3                        10           9.91                 11
met2                       233           50.8                 48
met1                      2263           43.0                 41
[power by group through the flow]
stage	logic [W]	clock network [W]	registers, W
4_1_cts	0.00146	0	0
5_1_grt	0.00162	0	0
6_report	0.00146	0	0
[layout make-up]
cell class	instances	area (um^2)
well taps	136	170
multi-input cells	408	4330
inverters	242	908
fillers	709	2720
repair buffers	224	2240
[metrics by stage]
step | instances | instance area (um^2) | worst slack (ns) | total power (W)
global placement | 1010 | 7650 | 3.14 | 0.00145
finish | 1010 | 7650 | 3.07 | 0.00146
floorplan | 682 | 5350 | 4.53 | 0.000787
detailed placement | 1010 | 7650 | 3.11 | 0.00145
global route | 1010 | 7650 | 2.76 | 0.00162
CTS | 1010 | 7650 | 3.09 | 0.00146
[critical path: cells and delay by family]
| family | cells | cell delay, ns |
|---|---|---|
| adder cells (fa/ha/maj) | 5 | 2.07 |
| AND/OR/NAND/NOR | 1 | 0.19 |
| AND-OR/OR-AND | 5 | 1.35 |
| buffers and inverters | 5 | 1.13 |
| XOR/XNOR | 1 | 0.23 |
[cells by family after synthesis]
family / after synthesis
and+or+nand+nor: 68
AOI/OAI and AO/OA: 84
muxes: 32
buffers and inverters: 274
adders and majority gates: 124
xor gates and xnor gates: 100
[cells in the final DEF, fill, tap and decap left out, types with 5 or more instances in the layout]
master,Yosys,layout
a21o_1,10,10
a21oi_1,32,32
a31oi_1,6,6
clkdlybuf4s50_1,0,224
fa_1,92,92
ha_1,32,32
inv_1,242,242
mux2_2,5,5
mux2i_1,27,27
nand2_1,27,27
nor2_1,16,16
o21ai_0,11,11
xnor2_1,83,83
xor2_1,17,17
Power is estimated from default activity; no workload was simulated.
